--- flow/run.sh ---
#!/bin/bash
# OpenROAD 26Q1-2900-gdf79404cd8, Yosys 0.63+post, stock flow scripts
make -C /OpenROAD-flow-scripts/flow DESIGN_CONFIG=/design/flow/config.mk WORK_HOME=/design/flow/orfs finish
--- flow/config.mk ---
export PLATFORM = sky130hd
export DESIGN_NAME = JTAG_READY_IC
export DESIGN_NICKNAME = JTAG_READY_IC
export VERILOG_FILES = /design/flow/design.v
export SDC_FILE = /design/flow/constraint.sdc
export NUM_CORES = 4
export LEC_CHECK = 1
export CORE_AREA = 10 10 111 111
export DIE_AREA = 0 0 121 121
--- flow/constraint.sdc ---
current_design JTAG_READY_IC

set clk_period 3.5
set clk_io_pct 0.2

create_clock -name clk0 -period $clk_period [get_ports {TCK}]

set non_clock_inputs [all_inputs -no_clocks]
set_input_delay [expr $clk_period * $clk_io_pct] -clock clk0 $non_clock_inputs
set_output_delay [expr $clk_period * $clk_io_pct] -clock clk0 [all_outputs]
--- flow/design.v ---
module BR(ClockDR,TDI,CaptureDR,TDO);
input ClockDR,TDI,CaptureDR;
output TDO;
wire tdi_and_captureDR;
reg tdo_dff;
assign tdi_and_captureDR = TDI&CaptureDR;
assign TDO = tdo_dff;
 always @ (posedge ClockDR)
  begin
    tdo_dff<=tdi_and_captureDR;
end
endmodule
module BSC(TRST,DI,SI,ShiftDR,ClockDR,UpdateDR,Mode,SO,DO);
input TRST,DI,SI,ShiftDR,ClockDR,UpdateDR,Mode;
output SO,DO;
reg CAP,UPD;
wire mux_to_cap,cap_to_upd,upd_to_mux;
assign mux_to_cap=(ShiftDR)?SI:DI;
assign cap_to_upd=CAP;
assign DO=(Mode)?upd_to_mux:DI;
assign upd_to_mux=UPD;
assign SO=cap_to_upd;
  always @ (posedge ClockDR or posedge TRST)
  begin
		if (TRST)
			 CAP<=0;
		  else begin
		 CAP<=mux_to_cap;
	  end
	end
  always @ (posedge UpdateDR or posedge TRST)
  begin
	if (TRST)
		UPD<=0;
		else begin
		UPD<=cap_to_upd;
	end
  end
endmodule
module CUT(a,b,c,d,i,j);
input a,b,c,d;
output i,j;
wire e,f,g,h;
assign e = a ^ b;
assign f = c ^ d;
assign g = a ^ c;
assign h = b ^ d;
assign i = e & f;
assign j = g | h;
endmodule
`timescale 1ns/1ps	
module IR(TRST,Data, TDI, ShiftIR, ClockIR, UpdateIR, ParallelOut, TDO);
  input TRST,Data, TDI, ShiftIR, ClockIR, UpdateIR;
  output ParallelOut, TDO;
  wire Data, TDI, ShiftIR, ClockIR, UpdateIR, ParallelOut,TDO;
  reg SRFFQ, LFFQ;
  wire DfromMux;
  assign DfromMux=(ShiftIR)?TDI:Data;
  assign TDO=SRFFQ;
  assign ParallelOut=LFFQ;
  always @ (posedge ClockIR or posedge TRST)
  begin
	  if (TRST)
		 SRFFQ<=0;
	  else begin
		 SRFFQ<=DfromMux;
	  end
	end
  always @ (posedge UpdateIR or posedge TRST) begin
	  if (TRST)
		 LFFQ<=0;
	  else begin
		 LFFQ<=SRFFQ;
	  end
	end 
endmodule
module IR_2b(TRST,TDI,ShiftIR,ClockIR,UpdateIR,TDO,INSTR);
	input TRST,TDI,ShiftIR,ClockIR,UpdateIR;
	output TDO;
	output[1:0] INSTR;
	wire tdo1_tdi0;
	wire Data;
	assign Data=0;
	IR ir1(TRST,Data, TDI, ShiftIR, ClockIR, UpdateIR, INSTR[1], tdo1_tdi0);
	IR ir0(TRST,Data, tdo1_tdi0, ShiftIR, ClockIR, UpdateIR, INSTR[0], TDO);
endmodule
module JTAG_READY_CUT(TRST,TDI,ShiftDR,ClockDR,UpdateDR,CaptureDR,Mode,MUX_OUT_SEL,a,b,c,d,i,j,MUX_OUT);
	input a,b,c,d;
	output i,j;
	input TRST,TDI,ShiftDR,ClockDR,UpdateDR,CaptureDR,Mode,MUX_OUT_SEL;
	output MUX_OUT;
	wire br_tdo,SO;
	wire bsca_bscb,bscb_bscc,bscc_bscd,bscd_bsci,bsci_bscj;
	wire bsc_cut_a,bsc_cut_b,bsc_cut_c,bsc_cut_d;
	wire cut_bsc_i,cut_bsc_j;
	BSC bsc_a(TRST,a,TDI,ShiftDR,ClockDR,UpdateDR,Mode,bsca_bscb,bsc_cut_a);
	BSC bsc_b(TRST,b,bsca_bscb,ShiftDR,ClockDR,UpdateDR,Mode,bscb_bscc,bsc_cut_b);
	BSC bsc_c(TRST,c,bscb_bscc,ShiftDR,ClockDR,UpdateDR,Mode,bscc_bscd,bsc_cut_c);
	BSC bsc_d(TRST,d,bscc_bscd,ShiftDR,ClockDR,UpdateDR,Mode,bscd_bsci,bsc_cut_d);
	BSC bsc_i(TRST,cut_bsc_i,bscd_bsci,ShiftDR,ClockDR,UpdateDR,1'b0,bsci_bscj,i);	
	BSC bsc_j(TRST,cut_bsc_j,bsci_bscj,ShiftDR,ClockDR,UpdateDR,1'b0,SO,j);	
	BR br(ClockDR,TDI,CaptureDR,br_tdo);
	CUT CUT(bsc_cut_a,bsc_cut_b,bsc_cut_c,bsc_cut_d,cut_bsc_i,cut_bsc_j);
	assign MUX_OUT=(MUX_OUT_SEL)?SO:br_tdo;
endmodule
module JTAG_READY_IC(TDI,TCK,TMS,TRST,a,b,c,d,i,j,TDO,STATE);
	input TDI,TCK,TMS,TRST,a,b,c,d;
	output i,j,TDO;
	output[3:0] STATE;
	wire ShiftIR,CaptureIR,UpdateIR;
	wire ShiftDR,CaptureDR,UpdateDR;
	wire ClockIR,ClockDR;
	wire[1:0] Instruction;
	localparam [1:0]
	BYPASS  = 2'b00,
	SAMPLE  = 2'b01,
	EXTEST  = 2'b10;
	wire MUX_OUT_SEL;
	wire Mode;
	wire instr_bypass  = (Instruction == BYPASS);
	wire instr_sample  = (Instruction == SAMPLE);
	wire instr_exttest = (Instruction == EXTEST);
	assign MUX_OUT_SEL = instr_sample | instr_exttest;
	assign Mode        = instr_exttest;   
	wire ir_tdo;
	wire cut_mux_out;
	wire select;
	assign select=(ShiftIR==1 || CaptureIR==1 || UpdateIR==1);
	wire mux_ir_cut;
	assign mux_ir_cut=(select)?ir_tdo:cut_mux_out;
	reg ff;
	assign TDO = ff;
	always @(negedge TCK or posedge TRST) begin
		if(TRST)
			ff<=0;
		else begin
			ff<=mux_ir_cut;
		end
	end
	TAP_CONTROLLER_FSM tap_controller(
		.TCK(TCK),
		.TMS(TMS),
		.TRST(TRST),
		.STATE(STATE),
		.ShiftIR(ShiftIR),
		.CaptureIR(CaptureIR),
		.UpdateIR(UpdateIR),
		.ShiftDR(ShiftDR),
		.CaptureDR(CaptureDR),
		.UpdateDR(UpdateDR),
		.ClockDR(ClockDR),
		.ClockIR(ClockIR)
	);
	JTAG_READY_CUT cut(
		.TRST(TRST),
		.TDI(TDI),
		.ShiftDR(ShiftDR),
		.ClockDR(ClockDR),
		.UpdateDR(UpdateDR),
		.CaptureDR(CaptureDR),
		.Mode(Mode),
		.MUX_OUT_SEL(MUX_OUT_SEL),
		.a(a),
		.b(b),
		.c(c),
		.d(d),
		.i(i),
		.j(j),
		.MUX_OUT(cut_mux_out)
	);	
	IR_2b ir(
		.TRST(TRST),
		.TDI(TDI),
		.ShiftIR(ShiftIR),
		.ClockIR(ClockIR),
		.UpdateIR(UpdateIR),
		.TDO(ir_tdo),
		.INSTR(Instruction)
	);
endmodule
module TAP_CONTROLLER_FSM(
	TCK,
	TMS,
	TRST,
	STATE,
	ShiftIR,
	CaptureIR,
	UpdateIR,
	ClockIR,
	ShiftDR,
	CaptureDR,
	UpdateDR,
	ClockDR
);
localparam TEST_LOGIC_RESET=4'd0;
localparam RUN_TEST_IDLE	=4'd1;
localparam SELECT_DR_SCAN	=4'd2;
localparam CAPTURE_DR		=4'd3;
localparam SHIFT_DR			=4'd4;
localparam EXIT1_DR			=4'd5;
localparam PAUSE1_DR			=4'd6;
localparam EXIT2_DR			=4'd7;
localparam UPDATE_DR			=4'd8;
localparam SELECT_IR_SCAN	=4'd9;
localparam CAPTURE_IR		=4'd10;
localparam SHIFT_IR			=4'd11;
localparam EXIT1_IR			=4'd12;
localparam PAUSE1_IR			=4'd13;
localparam EXIT2_IR			=4'd14;
localparam UPDATE_IR			=4'd15;
input TCK,TMS,TRST;
output[3:0] STATE;
output ShiftIR,CaptureIR,UpdateIR,ClockIR;
output ShiftDR,CaptureDR,UpdateDR,ClockDR;
reg[3:0] tap_state;
assign STATE=tap_state;
assign #1 ShiftIR=(tap_state==SHIFT_IR);
assign #1 CaptureIR=(tap_state==CAPTURE_IR || tap_state==SHIFT_IR);
assign #1 UpdateIR=(tap_state==UPDATE_IR);
assign #1 ShiftDR=(tap_state==SHIFT_DR);
assign #1 CaptureDR=(tap_state==CAPTURE_DR || tap_state==SHIFT_DR)?1'b1:1'b0;
assign #1 UpdateDR=(tap_state==UPDATE_DR);
assign ClockDR=(tap_state==SHIFT_DR)?TCK:1'b0;
assign ClockIR=(tap_state==SHIFT_IR)?TCK:1'b0;
always @ (posedge TCK or posedge TRST)
  begin
  if (TRST)
    tap_state<=0;
  else begin
  case(tap_state)
		TEST_LOGIC_RESET:	tap_state<=(TMS)?TEST_LOGIC_RESET:RUN_TEST_IDLE;
		RUN_TEST_IDLE:		tap_state<=(TMS)?SELECT_DR_SCAN:RUN_TEST_IDLE;
		SELECT_DR_SCAN:	tap_state<=(TMS)?SELECT_IR_SCAN:CAPTURE_DR;
		CAPTURE_DR:			tap_state<=(TMS)?EXIT1_DR:SHIFT_DR;
		SHIFT_DR:			tap_state<=(TMS)?EXIT1_DR:SHIFT_DR;
		EXIT1_DR:			tap_state<=(TMS)?UPDATE_DR:PAUSE1_DR;
		PAUSE1_DR:			tap_state<=(TMS)?EXIT2_DR:PAUSE1_DR;
		EXIT2_DR:			tap_state<=(TMS)?UPDATE_DR:RUN_TEST_IDLE;
		UPDATE_DR:			tap_state<=(TMS)?SELECT_DR_SCAN:RUN_TEST_IDLE;
		SELECT_IR_SCAN:	tap_state<=(TMS)?TEST_LOGIC_RESET:CAPTURE_IR;
		CAPTURE_IR:			tap_state<=(TMS)?EXIT1_IR:SHIFT_IR;
		SHIFT_IR:			tap_state<=(TMS)?EXIT1_IR:SHIFT_IR;
		EXIT1_IR:			tap_state<=(TMS)?UPDATE_IR:PAUSE1_IR;
		PAUSE1_IR:			tap_state<=(TMS)?EXIT2_IR:PAUSE1_IR;
		EXIT2_IR:			tap_state<=(TMS)?UPDATE_IR:SHIFT_IR;
		UPDATE_IR:			tap_state<=(TMS)?SELECT_DR_SCAN:RUN_TEST_IDLE;
		default: 			tap_state<= TEST_LOGIC_RESET;	
	endcase	
	end
  end
endmodule
==> impl_metrics.toml <==
# flow metrics
[status]
status = "finished with violations"
violations = "setup timing"

[yosys]
ys_area_um2 = 1020
edf_count = 0
yosys_warnings = 5
yosys_cells = 103
xor_share_pct = 6.86
mux_share_pct = 3.31
largest_area_cell = "dfrtp_1"
synth_cell_types = 37
ys_sh_simple_pct = 22.4
synthFlopType = "dfrtp_1"
ys.flops = 20
fa_ha_area_share_pct = 1.23
synth_top_area_share_pct = 39.2
topCellsByArea = "dfrtp_1 (39%), dfrtn_1 (7.4%), nand2_1 (5.5%), xnor2_1 (3.4%), xor2_1 (3.4%)"
yosysSeqAreaShare_pct = 48.5
synth.most_common_cell = "dfrtp_1"
ys_async_sr_fraction_pct = 95.0
logic_family = "simple AND/OR/NAND/NOR gates"
syn_area_um2 = 1020
ys_top_cells_by_count = "dfrtp_1 (16), nand2_1 (15), buf_2 (6)"
syn-mean-instance-area_um2 = 9.91
netlist_instances = 103
aoi_share_pct = 12.5

[route]
routedWlPerCell_um = 9.37
postRouteAntennaNets = 0
routed_wirelength_um = 2580
firstDrtPassIters = 4
antenna_cells = 0
dr.first_iter.drc_count = 28
dr_total_vias = 887
vias_per_cell = 3.23
drc = 0

[power_and_ir_drop]
powerDensity_nw_per_um2 = 600
vdd_drop_max_mv = 0.225
power.leakage_uw = 0.000687

[global_route]
antenna_found_initial = 0
grt_pass1_wl_um = 4200
grt_max_degree = 21
overflow = 0
grtUsageTotal_pct = 3.51
grt_pass1_vias = 908

[timing]
maxSlewHeadroom_pct = 59.8
hold_viol = 0
fin_worst_skew_ns = 0.0585
report.final.slew_viol_count = 0
finalSetupViolCount = 1
fin_ws_ns = -0.00424
tightest_slew_ns = 0.601
unclocked_regs = 6
unconstrained_endpoints = 6
holdWs_ns = 0.287
rsz0062_at_grt = "true"

[layout]
final_core_util_pct = 16.6
syn2layout_area_growth_pct = 60.2
drive_above_1_share_pct = 19.7

[flow_run]
tool_warnings = 27
drv_cap = 0

[worst_setup_path]
cp.required_ns = 2.80
cp_top_family = "flip-flops"
worstRegToRegCells = 3
worst-path-buf-inv = 1
path_max_fanout = 1
arrival_ns = 2.80
cp_slowest_cell = "dfrtn_1"
crit_chain = "buf_2"
cp-start-kind = "flip-flop"
endpoint_kind = "output pin"
worst-path-stages = 1
worstSetupPathType = "reg -> out"
max_stage_delay_ns = 0.37

[placement]
place_hpwl_um = 1690
port-buffer-count = 14
gp_congestion = 0.768
pre_cts_ws_ns = 0.214

[floorplan]
fp-utilization_pct = 10.4
die_area_um2 = 14600
coreArea_um2 = 9860
die.size.y_um = 121
ioPinCount = 15
rows = 36
chipWidth_um = 121

[clocking]
clk_pin_slew_ns = 0.04
postCtsSetupBuffers = 0
insertion_delay_ns = 0.60
cts_tree = "yes"

[hold_path]
hp-class = "reg -> gate"
holdPathStages = 4
==> layout by cell type, fill, tap and decap left out, types with 2 or more instances in the layout <==
cell | synthesis | final
clkbuf_1 | 1 | 2
nor3_1 | 2 | 2
dfrtn_1 | 3 | 3
o21ai_0 | 3 | 3
nand2_1 | 15 | 15
nor4b_1 | 2 | 2
clkbuf_8 | 0 | 15
and2_1 | 2 | 2
o21a_1 | 3 | 3
xnor2_1 | 4 | 4
nor2b_1 | 2 | 2
o31ai_1 | 2 | 2
xor2_1 | 4 | 4
buf_4 | 0 | 5
clkdlybuf4s50_1 | 0 | 13
dlygate4sd3_1 | 0 | 9
inv_1 | 5 | 5
nand3_1 | 4 | 4
and3_1 | 5 | 5
nor2_1 | 3 | 3
dfrtp_1 | 16 | 16
mux2_2 | 3 | 3
==> worst paths after layout <==
| check | start | to | slack, ns |
|---|---|---|---|
| worst max-delay path | ff$_DFF_NP0_ | TDO | -0.004 |
| worst min-delay path | tap_controller.tap_state[1]$_DFF_PP0_ | clock gate | 0.29 |
| worst max register to register | tap_controller.tap_state[0]$_DFF_PP0_ | ff$_DFF_NP0_ | 0.68 |
| worst min register to register | cut.bsc_a.CAP$_DFF_PP0_ | cut.bsc_b.CAP$_DFF_PP0_ | 0.47 |
| max in group gated | tap_controller.tap_state[0]$_DFF_PP0_ | clock gate | 0.30 |
| max in group asynchronous | TRST | ff$_DFF_NP0_ | 1.47 |
| min in group asynchronous | TRST | cut.bsc_j.CAP$_DFF_PP0_ | 0.47 |
| min in group clk0 | cut.bsc_a.CAP$_DFF_PP0_ | cut.bsc_b.CAP$_DFF_PP0_ | 0.47 |
==> routing by layer <==
metal,share of wire (%),vias up,global-route usage (%)
met5,0,-,0
met3,11,5,2.17
li1,-,434,-
met1,43,418,4.29
met4,2.6,0,1.36
met2,44,30,4.86
==> tightest hold or removal path, stage by stage (launching register included) <==
cell,delay (ns)
dfrtp_1,0.33
dlygate4sd3_1,0.54
buf_4,0.19
nor4b_2,0.11
dlygate4sd3_1,0.57
==> kinds of logic after synthesis <==
group,Yosys count
and+or+nand+nor,42
DFF,20
AOI/OAI and AO/OA,17
buffers and inverters,12
xor gates and xnor gates,8
muxes,3
adders and majority gates,1
==> final cells by class <==
cell class                 count  area [µm²]
fill                        1068        8230
sequential                    20         495
multi-input combinational     71         473
timing repair buffer          28         263
clock buffer                  17         214
tap                          133         166
inverter                       5        18.8
clock inverter                 1        5.00
==> metrics by stage <==
step	instance area, µm²	power [µW]	setup TNS, ns	cells
3_5_place_dp	1330	578	0	248
5_1_grt	1640	1060	-0.0341	275
2_1_floorplan	1020	437	0	103
6_report	1640	981	-0.00424	275
4_1_cts	1640	996	-0.0249	275
3_3_place_gp	1330	572	0	248
==> timing repair <==
item	in CTS	in global routing
endpoints found under the hold margin	3	0
pin swaps	0	0
hold buffers	9	0
gates resized	3	0
setup endpoints to repair	1	1
==> report_power, final <==
part / leakage (µW) / switching, µW / internal (µW)
registers: 0.000242 / 18.4 / 139
logic: 0.000324 / 233 / 250
clock network: 0.000121 / 81.5 / 259
total: 0.000687 / 333 / 647
==> sequential cells by signal, summed over array words and instances (netlist names) <==
name / cells
ir.ir0.LFFQ: 1
cut.br.tdo_dff: 1
cut.bsc_d.UPD: 1
cut.bsc_b.CAP: 1
ir.ir1.LFFQ: 1
ff: 1
cut.bsc_c.CAP: 1
cut.bsc_i.CAP: 1
cut.bsc_c.UPD: 1
cut.bsc_a.UPD: 1
ir.ir0.SRFFQ: 1
cut.bsc_a.CAP: 1
cut.bsc_j.CAP: 1
tap_controller.tap_state: 4
cut.bsc_d.CAP: 1
cut.bsc_b.UPD: 1
ir.ir1.SRFFQ: 1
Power is estimated from default activity; no workload was simulated.
